File: /design/flow/run.sh
#!/bin/bash
# OpenROAD 26Q1-2900-gdf79404cd8, Yosys 0.63+post, stock flow scripts
make -C /OpenROAD-flow-scripts/flow DESIGN_CONFIG=/design/flow/config.mk WORK_HOME=/design/flow/orfs finish
File: /design/flow/config.mk
export PLATFORM = sky130hd
export DESIGN_NAME = CPU
export DESIGN_NICKNAME = CPU
export VERILOG_FILES = /design/flow/design.v
export SDC_FILE = /design/flow/constraint.sdc
export NUM_CORES = 4
export LEC_CHECK = 1
export CORE_AREA = 10 10 70 70
export DIE_AREA = 0 0 80 80
File: /design/flow/constraint.sdc
current_design CPU

set clk_period 2.1
set clk_io_pct 0.2

create_clock -name clk0 -period $clk_period [get_ports {clock}]

set non_clock_inputs [all_inputs -no_clocks]
set_input_delay [expr $clk_period * $clk_io_pct] -clock clk0 $non_clock_inputs
set_output_delay [expr $clk_period * $clk_io_pct] -clock clk0 [all_outputs]
File: /design/flow/design.v
`timescale 1ns / 1ps
module CPU (
    input  hit_miss,  
    input  clock,
    input  [31:0]Read_Data,
    output read_write,  
    output [9:0] address,
    output [31:0] write_data
);
    parameter  request_total = 12; 
    reg [4:0]  request_num;
    reg        read_write_test[request_total-1:0];
    reg [9:0]  address_test[request_total-1:0];
    reg [31:0] write_data_test[request_total-1:0]; 
    initial begin
        request_num = 0;
        read_write_test[0] = 1; address_test[0] = 10'b0110101000; write_data_test[0] = 10'h3ab;  
        read_write_test[1] = 0; address_test[1] = 10'b0110101000; write_data_test[1] = 0;  
        read_write_test[2] = 1; address_test[2] = 10'b0110101000; write_data_test[2] = 10'h3ac; 
        read_write_test[3] = 0; address_test[3] = 10'b0110101000; write_data_test[3] = 0; 
        read_write_test[4] = 0; address_test[4] = 10'b0100001000; write_data_test[4] = 0; 
        read_write_test[5] = 0; address_test[5] = 10'b0100101000; write_data_test[5] = 0; 
        read_write_test[6] = 0; address_test[6] = 10'b0110101000; write_data_test[6] = 0; 
        read_write_test[7] = 1; address_test[7] = 10'b0110101000; write_data_test[7] = 10'h3ad; 
        read_write_test[8] = 1; address_test[8] = 10'b0101101000; write_data_test[8] = 10'h3ae; 
        read_write_test[9] = 0; address_test[9] = 10'b0101101000; write_data_test[9] = 0; 
        read_write_test[10] = 0; address_test[10] = 10'b0110101000; write_data_test[10] = 0; 
        read_write_test[11] = 0; address_test[11] = 10'b0110101001; write_data_test[11] = 0; 
    end
    always @(posedge clock) begin
        if (hit_miss == 1)begin
         request_num <= request_num + 1;
        end
        else request_num <= request_num;
    end
    assign address      = address_test[request_num];
    assign read_write   = read_write_test[request_num];
    assign write_data   = write_data_test[request_num]; 
endmodule
==> results.txt <==
run metrics: post-route insts no fill 127, Syn Inst Count 66, Filler cells 392, largest net degree at the start of global routing 8, # port buffers 14, Post-Syn Area 583 um2, yosys warning tally 1, Die Span Y 80 um, average wire per standard cell 9.11 um, Hold-fix buffers, CTS 0, PwrDens 459 nW/um2, Leakage Power 0.360 nW, Clock Skews 0.00214 ns, Final Setup Violations 0, TritonCTS buffer count 3, I/O Pins 77, Hold Vio Cnt, Final 0, Post-Route WL 1.16 mm, Distinct cells, synth 20, biggest regs request_num (4), setup TNS 0 ns, outcome complete, no violations, peak supply drop 0.192 mV, share of cells above drive strength 1 22.2%, hpwl dp 965 um, FF/Latch Area 120 um2, GRT met3 Usage 1.93%, Worst-path clk slew 0.04 ns, post-synthesis cell count from yosys 66, core area 3420 um2, total track usage 3.00%, Worst-Skew Late Latency 0.23 ns, CTS tree built, cycle use final 97.3%, crit path max fanout 4, Residual DRC 0, Yosys chip area 583 um2, met2 usage 5.22%, total tool warning count 60, Startpoint Class flip-flop, Comb gate area 317 um2, Max-Cap Viols 0, CTS Root Cell clkbuf_4, maximum clock frequency 489 MHz, GR peak layer met2, fp util 17.1%, maximum buffer depth of the clock tree 2, Vias 353, Post-synth regs 4, Mean Syn Cell Area 8.83 um2, grt total ovfl 0, Tmin final 2.04 ns, area growth from synthesis to layout 23.4%, worst path required time 1.68 ns, Final Wtd Congestion 0.735, Biggest register request_num, Final ANT Viol Nets 0, vias in the first global route 380, H-tree depth 1, Clock Sinks 4, Post-synth seq share 20.6%, Min-Delay Path Class reg2reg, FP Rows 21, initial antenna violation count 0, crit end category primary output, fin. max-slew vios 0, first-pass GRT wire length 1.60 mm, grt met1 use 3.03%, DR iter-0 viols 4, kind of critical path reg2out, die width 80 um, crit path DAT 1.62 ns, Inst Count DP 120, DIE AREA 6400 um2, total power 330 uW, Largest register FFs 4, via/cell ratio 2.78, Inserted Diodes 0, drt pass-1 iters 2
## cells in the mapped netlist (all sizes together)
cell type,n,area share [%]
nand2,1,0.64
nand3,2,1.7
ha,4,8.6
mux2i,2,3.4
a21boi,1,1.3
inv,3,1.9
o31ai,1,2.1
edfxtp,4,21
xor2,1,1.5
buf,37,48
xnor2,1,1.5
and2,1,1.1
nor2b,2,3.4
conb,2,1.3
nor2,2,1.3
o21ai,2,1.7
## layout by cell type, fill, tap and decap left out
cell type and count:
xnor2_1 1, inv_2 2, nor2b_4 1, mux2i_1 2, ha_2 1, and2_1 1
o21ai_0 1, nor2b_1 1, a21boi_1 1, nand2_2 1, clkbuf_4 3, clkdlybuf4s50_1 7
xor2_1 1, dlymetal6s2s_1 1, edfxtp_1 4, ha_1 1, dlygate4sd2_1 6, nor2_1 2
inv_1 1, o31ai_4 1, buf_6 1, o21ai_1 1, ha_4 2, buf_4 6
nand3_1 2, conb_1 30
## cell type report
cell class | count | share of cell area, %
Clock buffer | 3 | 3.13
Inverter | 3 | 1.57
Multi-Input combinational cell | 50 | 44.0
Sequential cell | 4 | 16.7
Tap cell | 46 | 8.00
Timing Repair Buffer | 21 | 26.6
## per-stage QoR
stage                     instance area [um2]  worst slack, ns  hold slack (ns)  utilization [%]
final                                     719           0.0566            0.781             21.1
after global routing                      719          -0.0427            0.820             21.1
after CTS                                 677          0.00376            0.640             19.8
after detailed placement                  629           0.0257            0.659             18.4
after global placement                    629           0.0499            0.669             18.4
after floorplan                           688            0.491            0.532                -
## routing by layer
metal	vias up	part of all wire, %
met1	155	42
met2	26	45
met5	-	0
met4	0	0
li1	172	-
met3	0	13
## timing repair
action / in CTS / in global routing
pin swaps: 1 / 2
resized: 12 / 5
endpoints found under the setup margin: 8 / 3
buffers inserted: 2 / 2
## cells by family after synthesis
kind of cell,count (synthesis),synth area share [%]
buffers and inverters,40,49.8
adder cells (fa/ha/maj),4,8.58
XOR/XNOR,2,3.00
other,2,1.29
multiplexers,2,3.43
AND-OR/OR-AND,4,5.15
AND/OR/NAND/NOR,8,8.16
flip-flops,4,20.6
## final timing paths
kind / startpoint / to / slack [ns] / cells after the start
worst min-delay path: request_num[3] / request_num[3] / 0.78 / 2
worst min register to register: request_num[3] / request_num[3] / 0.78 / 2
worst max-delay path: request_num[0] / write_data[1] / 0.06 / 4
worst max register to register: request_num[1] / request_num[2] / 0.92 / 3
## worst max-delay path: stages (launching register included)
cell             delay, ns
edfxtp_1              0.46
inv_2                 0.14
ha_4                  0.15
a21boi_1              0.16
clkdlybuf4s50_1       0.48
## power breakdown
part | total, mW | switching (mW) | leakage, nW | internal (mW)
registers | 0.112 | 0.0119 | 0.0391 | 0.101
clock network | 0.0915 | 0.0278 | 0.0138 | 0.0637
logic | 0.126 | 0.0462 | 0.307 | 0.0801
total | 0.330 | 0.0859 | 0.360 | 0.244
No activity file was given, so power comes from the tool's default toggle rates.
