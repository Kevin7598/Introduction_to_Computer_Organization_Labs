### run.sh
#!/bin/bash
# OpenROAD 26Q1-2900-gdf79404cd8, Yosys 0.63+post, stock flow scripts
make -C /OpenROAD-flow-scripts/flow DESIGN_CONFIG=/design/flow/config.mk WORK_HOME=/design/flow/orfs finish
### config.mk
export PLATFORM = sky130hd
export DESIGN_NAME = EX_MEM
export DESIGN_NICKNAME = EX_MEM
export VERILOG_FILES = /design/flow/design.v
export SDC_FILE = /design/flow/constraint.sdc
export NUM_CORES = 4
export LEC_CHECK = 1
export CORE_AREA = 10 10 180 180
export DIE_AREA = 0 0 190 190
### constraint.sdc
current_design EX_MEM

set clk_period 1.0
set clk_io_pct 0.2

create_clock -name clk0 -period $clk_period [get_ports {clk}]

set non_clock_inputs [all_inputs -no_clocks]
set_input_delay [expr $clk_period * $clk_io_pct] -clock clk0 $non_clock_inputs
set_output_delay [expr $clk_period * $clk_io_pct] -clock clk0 [all_outputs]
### design.v
`timescale 1ns / 1ps
module EX_MEM(clk, RegWrite, MemtoReg, MemRead, MemWrite, Branch, Zero, PC_sum, next_PC, 
ALU_result, Readdata2, funct3, rd,
RegWrite_out, MemtoReg_out, MemRead_out, MemWrite_out, Branch_out, Zero_out, PC_sum_out, next_PC_out,
ALU_result_out, Readdata2_out, funct3_out, rd_out);
input clk, MemRead, MemWrite, Branch, Zero, RegWrite;
input [1:0] MemtoReg;
input [2:0] funct3;
input [4:0] rd;
input [31:0] next_PC, PC_sum, ALU_result, Readdata2;
output reg MemRead_out, MemWrite_out, Branch_out, Zero_out, RegWrite_out;
output reg [1:0] MemtoReg_out;
output reg [2:0] funct3_out;
output reg [4:0] rd_out;
output reg [31:0] next_PC_out, PC_sum_out, ALU_result_out, Readdata2_out;
initial begin
MemRead_out <= 0;
MemWrite_out <= 0;
Branch_out <= 0;
Zero_out <= 0;
RegWrite_out <= 0;
MemtoReg_out <= 0;
funct3_out <= 0;
rd_out <= 0;
next_PC_out <= 0;
PC_sum_out <= 0;
ALU_result_out <= 0;
Readdata2_out <= 0;
end
always @(posedge clk) begin
MemRead_out <= MemRead;
MemWrite_out <= MemWrite;
Branch_out <= Branch;
Zero_out <= Zero;
RegWrite_out <= RegWrite;
MemtoReg_out <= MemtoReg;
funct3_out <= funct3;
rd_out <= rd;
next_PC_out <= next_PC;
PC_sum_out <= PC_sum;
ALU_result_out <= ALU_result;
Readdata2_out <= Readdata2;
end
endmodule
==> impl_metrics.json <==
{
  "dpl.cell_count": 813,
  "whs_ns": 0.219,
  "ys_cells": 143,
  "syn_inst": 143,
  "post-cts-setup-buffer-count": 0,
  "p_leak_uw": 0.00263,
  "fin_area_um2": 6150,
  "first_pass_iters": 4,
  "cts_root_buffer": "clkbuf_16",
  "swShare": 0.210,
  "combPwrFrac": 0.062,
  "min_delay_path_depth": 1,
  "cp_top_family": "flip-flops",
  "seqPwrFrac": 0.455,
  "layout_top_cells": "clkdlybuf4s50_1 (143), buf_2 (138), dfxtp_1 (123)",
  "ant_nets": 0,
  "die_h_um": 190,
  "wirelength_mm": 11.3,
  "cts_buffer_depth": 2,
  "p_total_uw": 13400,
  "setup_ws_ns": -0.0563,
  "required_ns": 0.80,
  "core.rowCount": 62,
  "endpoint_kind": "output port",
  "relSlewSlack": 0.881,
  "min-delay-start": "ALU_result[6]",
  "cts_made_buffers": 17,
  "worstPathCellList": "buf_2",
  "critPathArrivalTime_ns": 0.86,
  "setup.worst_path.start_class": "register",
  "p_switching_uw": 2800,
  "lay_top_count": "clkdlybuf4s50_1",
  "setup_violations": 129,
  "clkPwrFrac": 0.484,
  "layout-drive-gt1-share": 0.423,
  "ys_area_um2": 2860,
  "antennaDiodeCount": 0,
  "power_density_nw_per_um2": 2170,
  "p_int_uw": 10600,
  "fin_cells": 845,
  "period_used_share": 1.06,
  "crit_buf_inv": 1,
  "drc": 0,
  "peakVddDrop_v": 0.000928,
  "dp_slack_ns": -0.0769,
  "ys_seq_share": 1.00,
  "violations": "negative setup slack",
  "via_count": 2154,
  "status": "finished, violations left",
  "hold_end": "ALU_result_out[6]",
  "max_stage_delay_ns": 0.33,
  "fin_crit_ns": 1.06,
  "io_buffers": 286,
  "drt_iter0_drc": 24,
  "hp-class": "in -> reg",
  "ctsHoldBuffers": 0,
  "synth.avg_cell_area_um2": 20.0,
  "wire_per_inst_um": 13.4,
  "cp_max_fo": 1,
  "ys_types": 1,
  "hold_violations": 0,
  "track_usage": 0.0598,
  "combGateArea_um2": 0,
  "startpoint": "Readdata2_out[24]",
  "critical-path-slowest-cell": "dfxtp_2",
  "rsz0062_at_grt": "yes",
  "core-area_um2": 28600,
  "placed_area_um2": 6210,
  "grt-ovfl-total": 0,
  "cts_tree": "done",
  "antenna_found_initial": 0,
  "dieWidth_um": 190,
  "htree_num_levels": 4,
  "synthToLayoutAreaGrowth_pct": 115,
  "ys.flops": 143,
  "clk_pin_slew_ns": 0.07,
  "grt_pass1_vias": 2373,
  "avgViaCountPerCell": 2.55,
  "warnings": 27,
  "fp_util": 0.100,
  "worst-setup-path-type": "reg -> out",
  "worstMarginPinSlew_ns": 0.178,
  "chip_area_um2": 36100,
  "place.gp.congestion": 0.759,
  "synth_area_um2": 2860,
  "nMultiInputCombCells": 0,
  "max-cap-violations": 0,
  "dp.final_hpwl_mm": 9.31,
  "report.final.slew_viol_count": 0,
  "ios": 287,
  "max_freq_ghz": 0.947,
  "yosys_warnings": 1,
  "cts_num_sinks": 143,
  "grt_pass1_wl_mm": 16.1,
  "grt_start_max_net_pins": 17
}
routing by layer:
metal / wire [µm] / global-route usage
met1: 4170 / 0.0663
met2: 5330 / 0.0963
met3: 1630 / 0.0387
met4: 178 / 0.00946
met5: 0 / 0
synth_stat cells:
| master | n | area [µm²] |
|---|---|---|
| dfxtp_1 | 143 | 2860 |
registers in the layout (all words and copies together) (netlist names):
name and cells:
MemRead_out 1, RegWrite_out 1, Zero_out 1, Readdata2_out 32, funct3_out 3, PC_sum_out 32, Branch_out 1, next_PC_out 32
MemWrite_out 1, ALU_result_out 32, rd_out 5, MemtoReg_out 2
logic make-up (layout without fill, tap and decap cells):
group    count (synthesis)  in the layout  share of synthesized area
flops                  143            143                       1.00
buf+inv                  0            318                          0
area by class of cell:
class | instances | area, µm²
clock inverter | 13 | 153
clock buffer | 19 | 453
sequential | 143 | 2890
tap | 384 | 480
timing repair buffer | 286 | 2180
fill | 3037 | 22500
per-stage QoR:
stage                      util  TNS [ns]
after floorplan               -         0
after global placement    0.217    -0.240
after detailed placement  0.217    -0.269
after CTS                 0.214     -6.70
after global routing      0.215     -8.83
final                     0.215     -1.46
what timing repair did:
action / CTS / global route
hold endpoints to repair: 0 / 0
setup endpoints to repair: 143 / 143
resized: 466 / 15
pin swaps: 0 / 0
worst max path at each step:
stage                    to  slack, ns  cells after the start
6_report  Readdata2_out[24]      -0.06                      1
5_1_grt   Readdata2_out[24]      -0.11                      1
4_1_cts   Readdata2_out[24]      -0.09                      1
power groups by stage:
stage,Clock [µW],Combinational [µW],Sequential (µW)
CTS,6780,850,6070
global route,7030,905,6100
finish,6460,821,6070
Power and IR drop assume default switching activity.
