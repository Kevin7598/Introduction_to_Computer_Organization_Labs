### flow/design.v
`timescale 1ns / 1ps
module ID_EX(clk, RegWrite, MemtoReg, MemRead, MemWrite, Branch, ALUSrc, ALUOp, current_PC, next_PC, 
Readdata1, Readdata2, Immediate, function_code, rd, jump,
RegWrite_out, MemtoReg_out, MemRead_out, MemWrite_out, Branch_out, ALUSrc_out, ALUOp_out, current_PC_out, 
next_PC_out, Readdata1_out, Readdata2_out, Immediate_out, function_code_out, rd_out, jump_out);
input clk, RegWrite, MemRead, MemWrite, Branch, ALUSrc, jump;
input [1:0] MemtoReg, ALUOp;
input [31:0] current_PC, next_PC, Readdata1, Readdata2, Immediate;
input [4:0] rd;
input [3:0] function_code;
output reg RegWrite_out, MemRead_out, MemWrite_out, Branch_out, ALUSrc_out, jump_out;
output reg [1:0] MemtoReg_out, ALUOp_out;
output reg [31:0] current_PC_out, next_PC_out, Readdata1_out, Readdata2_out, Immediate_out;
output reg [4:0] rd_out;
output reg [3:0] function_code_out;
initial begin
RegWrite_out <= 0;
MemRead_out <= 0;
MemWrite_out <= 0;
Branch_out <= 0;
ALUSrc_out <= 0;
MemtoReg_out <= 0;
ALUOp_out <= 0;
current_PC_out <= 0;
next_PC_out <= 0;
Readdata1_out <= 0;
Readdata2_out <= 0;
Immediate_out <= 0;
rd_out <= 0;
function_code_out <= 0;
jump_out <= 0;
end
always @(posedge clk) begin
RegWrite_out <= RegWrite;
MemRead_out <= MemRead;
MemWrite_out <= MemWrite;
Branch_out <= Branch;
ALUSrc_out <= ALUSrc;
MemtoReg_out <= MemtoReg;
ALUOp_out <= ALUOp;
current_PC_out <= current_PC;
next_PC_out <= next_PC;
Readdata1_out <= Readdata1;
Readdata2_out <= Readdata2;
Immediate_out <= Immediate;
rd_out <= rd;
function_code_out <= function_code;
jump_out <= jump;
end
endmodule
### flow/run.sh
#!/bin/bash
# OpenROAD 26Q1-2900-gdf79404cd8, Yosys 0.63+post, stock flow scripts
make -C /OpenROAD-flow-scripts/flow DESIGN_CONFIG=/design/flow/config.mk WORK_HOME=/design/flow/orfs finish
### flow/config.mk
export PLATFORM = sky130hd
export DESIGN_NAME = ID_EX
export DESIGN_NICKNAME = ID_EX
export VERILOG_FILES = /design/flow/design.v
export SDC_FILE = /design/flow/constraint.sdc
export NUM_CORES = 4
export LEC_CHECK = 1
export CORE_AREA = 10 10 157 157
export DIE_AREA = 0 0 167 167
### flow/constraint.sdc
current_design ID_EX

set clk_period 1.0
set clk_io_pct 0.2

create_clock -name clk0 -period $clk_period [get_ports {clk}]

set non_clock_inputs [all_inputs -no_clocks]
set_input_delay [expr $clk_period * $clk_io_pct] -clock clk0 $non_clock_inputs
set_output_delay [expr $clk_period * $clk_io_pct] -clock clk0 [all_outputs]
==> out/results.tsv <==
metric	value	unit
Top Ports	359	
P&R area growth vs syn	102.6	%
Worst setup SP type	flop	
status	finished, violations left	
pwr/cell area	2056	nW/um^2
post-route cell area	7261	sq um
hold_ws	212.7	ps
fmax	954.8	MHz
RSZ-0062 raised after global routing	true	
total tool warning count	27	
antenna cells	0	
CP peak stage delay	330	ps
initial antenna violation count	1	
number of port buffers	358	
Metal-1 WL	5.127	mm
multi-input gates	0	
max-cap violation count	0	
Tcrit/Tclk final	1.047	
vias	2762	
gp weighted congestion	0.8507	
Fin. Hold Viols	0	
Clock Path Buffers	2	
WP data arrival	850	ps
DRC Markers	0	
Clock power frac	0.421	
Vias/cell	3.273	
Die Span X	167	um
Req. time, crit path	800	ps
WL per Instance	16.86	um
yosys stat area	3583	sq um
core outline area	21150	sq um
most common logic cells in the final layout	clkdlybuf4s50_1 (179), buf_2 (172), dfxtp_1 (146)	
GRT overflow	0	
Sw Share	0.2134	
clock root cell	clkbuf_16	
Seq cells post-synth	179	
Die H	167	um
Power Total	0.01492	W
share of cells above drive strength 1	0.4253	
Clk pin slew, worst setup/hold paths	70	ps
Post-synth seq share	1.000	
Slew Limit Fails	0	
wire length on met3	2.537	mm
row cnt	53	
worst hold path type	input port to flop	
Synth Warn #	1	
minimum clock period	1047	ps
1st-iter DRT viols	75	
leakage	3.204	nW
worst slew pin tran	176.7	ps
part of the power in registers	0.510	
met2 wire length	6.376	mm
vias in the first global route	3027	
placed inst area	7511	sq um
TritonRoute pass-1 iters	3	
DP Worst Slack	-60.33	ps
Crit Path Category	flop to primary output	
Cell Type Count	1	
Final setup viols	177	
failing checks	setup timing	
dominant logic cell type in the layout	clkdlybuf4s50_1	
CP cell instances	buf_6	
total track usage	0.09802	
P_sw	0.003185	W
post-route setup slack	-47.35	ps
CTS Buf Count	17	
crit-path max FO	1	
Crit. End Element	primary output	
Cell Area, Synth	3583	sq um
HPWL after detailed placement	12.09	mm
cts repair resizes	599	
largest net degree at the start of global routing	18	
CTS tree	built	
final core occ	0.3432	
Synth Instances	179	
WP buf/inv	1	
# Cells Yosys	179	
top sig layer	met5	
Top delay family on crit path	flip-flops	
Syn Area/Cell	20.02	sq um
maximum vdd drop	906.0	uV
Die Area	27890	sq um
WL final	14.23	mm
Sink Count	179	
setup bufs post-CTS	0	
first-pass GRT wire length	20.58	mm
Pre-Place Util	0.1694	
Int Pwr	0.01174	W
Slowest cell on crit path	dfxtp_2	
combinational gate area	0	sq um
htree depth	4	
ANT nets after route	0	
Max-Slew Margin vs Limit	0.8822	
Gate power share	0.069	
cts hold-fix bufs	0	
## layer usage
layer / up-vias / global-route usage
met5: - / 0
met4: 2 / 0.01222
met3: 10 / 0.07567
met2: 253 / 0.1542
met1: 1187 / 0.1056
li1: 1310 / -
## final timing paths
check / from / to / slack (ps) / depth (start not counted)
worst min-delay path: Readdata1[9] / Readdata1_out[9] / 210 / 1
worst max-delay path: Readdata2_out[6] / Readdata2_out[6] / -50 / 1
## power groups by stage
stage	clock network [W]	logic, W	registers, W
6_report	0.00628	0.00104	0.00760
5_1_grt	0.00681	0.00113	0.00764
4_1_cts	0.00654	0.00107	0.00760
## cell usage after synthesis
cell       n  area, sq um
dfxtp_1  179         3583
## registers in the layout (all words and copies together), names as in the netlist, 4 cells and up
| signal | flops |
|---|---|
| Immediate_out | 32 |
| Readdata1_out | 32 |
| Readdata2_out | 32 |
| current_PC_out | 32 |
| next_PC_out | 32 |
| rd_out | 5 |
| function_code_out | 4 |
## cell families (layout without fill, tap and decap cells)
| logic type | Yosys count | count (layout) | synth area share |
|---|---|---|---|
| flops | 179 | 179 | 1.000 |
| buf+inv | 0 | 390 | 0 |
## metrics by stage
stage | TNS [ps] | std cells
floorplan | 0 | 179
global placement | -339.9 | 812
detailed placement | -317.6 | 812
CTS | -8974 | 844
global route | -11780 | 844
finish | -3293 | 844
## area by class of cell
type / count / area (sq um)
Clock buffer: 20 / 446.7
Clock inverter: 12 / 113.9
Fill cell: 2115 / 13890
Sequential cell: 179 / 3625
Tap cell: 275 / 344.1
Timing Repair Buffer: 358 / 2731
Power figures rest on the tool's default switching activity, not on a simulated workload.
